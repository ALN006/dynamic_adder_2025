==> flow/design.v <==
module hex_decoder(
	input [3:0] bin_in,
	output reg [6:0] hex_out
);
	always @(*) begin
		case (bin_in)
			4'h0: hex_out = 7'b1000000;  
			4'h1: hex_out = 7'b1111001;  
			4'h2: hex_out = 7'b0100100;  
			4'h3: hex_out = 7'b0110000;
			4'h4: hex_out = 7'b0011001;
			4'h5: hex_out = 7'b0010010;
			4'h6: hex_out = 7'b0000010;
			4'h7: hex_out = 7'b1111000;
			4'h8: hex_out = 7'b0000000;
			4'h9: hex_out = 7'b0010000;
			4'hA: hex_out = 7'b0001000;
			4'hB: hex_out = 7'b0000011;
			4'hC: hex_out = 7'b1000110;
			4'hD: hex_out = 7'b0100001;
			4'hE: hex_out = 7'b0000110;
			4'hF: hex_out = 7'b0001110;
			default: hex_out = 7'b1111111;  
		endcase
	end
endmodule
module top_rtc (
	input CLOCK_50,
	input [2:0] KEY,
	output [8:0] LEDG,  
	output [6:0] HEX0, HEX1, HEX2, HEX3, HEX4, HEX5
);
	reg [24:0] clk_counter;
	reg tick_1s;
	always @(posedge CLOCK_50) begin
		if (clk_counter == 25'd25000000) begin  
			tick_1s <= ~tick_1s;
			clk_counter <= 0;
		end else begin
			clk_counter <= clk_counter + 1;
		end
	end
	assign LEDG[8] = tick_1s;
	reg [5:0] sec, min;
	reg [4:0] hour;
	reg [1:0] h_sync, m_sync;
   always @(posedge CLOCK_50) begin
        h_sync <= {h_sync[0], ~KEY[2]};
        m_sync <= {m_sync[0], ~KEY[1]};
   end
	reg tick_reg;
	always @(posedge CLOCK_50) begin
			tick_reg <= tick_1s;
	end
	always @(posedge CLOCK_50 or negedge KEY[0]) begin
		if (!KEY[0]) begin
			{sec, min, hour} <= 0;
		end else begin
			if (tick_1s && !tick_reg) begin  
				if (sec == 59) begin
					sec <= 0;
					if (min == 59) begin
						min <= 0;
						hour <= (hour == 23) ? 0 : hour + 1;
					end else min <= min + 1;
				end else sec <= sec + 1;
			end
			if (h_sync == 2'b01)
				hour <= (hour == 23) ? 0 : hour + 1;
			if (m_sync == 2'b01)
				min <= (min == 59) ? 0 : min + 1;
		end
	end
	hex_decoder h0 (.bin_in(sec % 10), .hex_out(HEX0));
	hex_decoder h1 (.bin_in(sec / 10), .hex_out(HEX1));
	hex_decoder h2 (.bin_in(min % 10), .hex_out(HEX2));
	hex_decoder h3 (.bin_in(min / 10), .hex_out(HEX3));
	hex_decoder h4 (.bin_in(hour % 10), .hex_out(HEX4));
	hex_decoder h5 (.bin_in(hour / 10), .hex_out(HEX5));
endmodule
==> flow/run.sh <==
#!/bin/bash
# OpenROAD 26Q1-2900-gdf79404cd8, Yosys 0.63+post, stock flow scripts
make -C /OpenROAD-flow-scripts/flow DESIGN_CONFIG=/design/flow/config.mk WORK_HOME=/design/flow/orfs finish
==> flow/config.mk <==
export PLATFORM = sky130hd
export DESIGN_NAME = top_rtc
export DESIGN_NICKNAME = top_rtc
export VERILOG_FILES = /design/flow/design.v
export SDC_FILE = /design/flow/constraint.sdc
export NUM_CORES = 4
export LEC_CHECK = 1
export CORE_UTILIZATION = 30
==> flow/constraint.sdc <==
current_design top_rtc

set clk_period 7.5
set clk_io_pct 0.2

create_clock -name clk0 -period $clk_period [get_ports {CLOCK_50}]

set non_clock_inputs [all_inputs -no_clocks]
set_input_delay [expr $clk_period * $clk_io_pct] -clock clk0 $non_clock_inputs
set_output_delay [expr $clk_period * $clk_io_pct] -clock clk0 [all_outputs]
==> reports/qor.txt <==
Comb pwr share = 67.7%
Largest net degree at the start of global routing = 22
Synth Cell Area = 0.00453 mm^2
ANT nets after route = 0
Most frequent cells after synthesis = 53 x ha_1, 40 x nand2_1, 39 x nor2_1
Clk sinks = 48
Vias in the first global route = 3239
Leading area contributor after synthesis = ha_1
CP Launch Type = flip-flop
Initial drt markers = 203
Share of layout cells above drive strength 1 = 9.29%
Clock Skew = 0.00300 ns
RD Place Congestion = 0.862
GRT Resource Usage Total = 11.1%
Top cells by area = ha_1 15%, dfxtp_1 13%, dfrtp_1 9.4%
DP Area = 0.00504 mm^2
DR pass1 iterations = 20
Die area = 0.0156 mm^2
Slew @ Worst Pin = 0.930 ns
Syn_area_per_cell = 8.77 um^2
Top reg by flops = clk_counter
Max reg flops = 25
H-tree Lvls = 2
Flops after synth = 48
Crit. End Element = output pin
YS chip area = 0.00453 mm^2
Cell area power density = 331 mW/mm^2
P_sw = 0.655 mW
Int Pwr = 1.06 mW
Number of diodes = 0
CP max FO = 18
CP max stage cell = a211oi_2
Synth Seq Share = 23.3%
Tool warnings = 62
# DRC = 0
Hold Vio Cnt, Final = 0
Cell count in the Yosys report = 516
Non-filler cells, final = 733
Async SR Flop Fraction = 35.4%
Largest regs = clk_counter (25), min (6), sec (6)
Crit-path max cell delay = 0.80 ns
Die H = 125 um
Vias = 3593
Slew HR = 37.9%
Top cell area share = 14.7%
Yosys cell types = 88
Status = completed
Clock latency (worst-skew pair) = 0.28 ns
Count leader, synth = ha_1
P_leak = 2.19 nW
RSZ-0062 raised after global routing = no
Mapped Cells = 516
Layout fillers = 1456
Root Buffer = clkbuf_16
GRT overflow = 0
Max-cap check violation count = 0
Commonest flop = dfxtp_1
Post-DR wirelength/cell = 11.4 um
Design Area, Final = 0.00518 mm^2
CP dominant cell by count = ha_1
Hold crit path type = flip-flop to flip-flop
Starting Density = 30.9%
WHS = 0.352 ns
CTS tree = yes
Sw frac = 38.2%
Hold-fix buffers, CTS = 0
Critical path class = flip-flop to output pin
Reg clk slew, reported paths = 0.06 ns
Row count = 44
Data arrival, critical path = 5.04 ns
First-pass GRT wire length = 14900 um
Shortest period the worst path allows = 6.54 ns
Cell Chain, Critical Path = inv_1 -> ha_1 -> inv_1 -> ha_1 -> nand2b_1 -> or4_1 -> a31oi_2 -> ha_1 -> nor2b_1 -> a211oi_2 -> mux2_2 -> o21ai_1 -> clkdlybuf4s50_1
Clock tree buffer depth = 2
Syn-to-layout area delta = 14.5%
Slew Limit Fails = 0
Number of enable flip-flop cells = 1
Sequential power share = 20.2%
Initial antenna violation count = 0
Endpoints failing setup = 0
DIE WIDTH = 125 um
I/O pin cnt = 55
Placed insts = 725
Detailed placement HPWL = 6320 um
Post-CTS Setup Bufs = 0
Post-CTS Resized = 0
Routed wire length = 8330 um
Setup TNS = 0 ns
Max VDD drop = 0.000185 V
Synth warn = 16
Fmax = 153 MHz
Clk pwr share = 12.1%
Vias per cell = 4.90
I/O Buffers = 45
CTS Buf Count = 5
Crit path DRT = 6.00 ns
Core area = 0.0146 mm^2
Final period utilization = 87.2%
[final cells by class]
| cell class | count | area, um^2 | area share, % |
|---|---|---|---|
| Clock buffer | 7 | 133 | 2.56 |
| Clock inverter | 1 | 5.00 | 0.0966 |
| Inverter | 35 | 134 | 2.58 |
| Multi-Input combinational cell | 411 | 3160 | 61.0 |
| Sequential cell | 48 | 1060 | 20.4 |
| Tap cell | 184 | 230 | 4.44 |
| Timing Repair Buffer | 47 | 465 | 8.98 |
[power by group through the flow]
stage	logic (mW)	registers (mW)	clock network, mW
after CTS	1.17	0.347	0.214
after global routing	1.30	0.357	0.227
final	1.16	0.346	0.207
[worst paths after layout]
kind | startpoint | end | slack, ns | cells after the start
setup / recovery | min[3] | HEX2[1] | 0.96 | 13
hold / removal | h_sync[0] | h_sync[1] | 0.35 | 0
setup reg to reg | tick_1s | hour[4] | 5.18 | 7
hold reg to reg | h_sync[0] | h_sync[1] | 0.35 | 0
max in group asynchronous | KEY[0] | min[4] | 5.73 | 2
min in group asynchronous | KEY[0] | sec[1] | 1.58 | 2
[stage by stage]
stage	total power [mW]	worst slack, ns	utilization, %
6_report	1.71	0.957	35.4
5_1_grt	1.89	0.568	35.4
4_1_cts	1.73	1.02	35.4
3_5_place_dp	1.51	1.33	34.4
3_3_place_gp	1.49	1.54	34.4
2_1_floorplan	1.10	2.78	-
[kinds of logic (layout without fill, tap and decap cells)]
logic type               count (synthesis)  after routing  share of synthesized area [%]
AND-OR/OR-AND                          107            107                           18.1
adder cells (fa/ha/maj)                 54             54                           14.9
multiplexers                            30             30                           7.44
other                                    1              9                         0.0829
buffers and inverters                   65             90                           7.66
flip-flops                              48             48                           23.3
AND/OR/NAND/NOR                        177            177                           21.0
XOR/XNOR                                34             34                           7.41
[metal layers]
layer / routed length [um] / part of all wire (%) / global-route usage, % / vias up
met5: 0 / 0 / 0 / -
met4: 32 / 0.38 / 0.789 / 0
met3: 326 / 3.9 / 1.88 / 4
met2: 3610 / 43 / 16.4 / 74
met1: 4360 / 52 / 17.9 / 1654
li1: - / - / - / 1861
[placed cells by master (no fill, tap or decap), types with 6 or more instances in the layout]
master	synthesis	routed
a21o_1	8	8
a21oi_1	13	13
and2_1	7	7
and3_1	10	10
clkdlybuf4s50_1	0	45
conb_1	1	9
dfrtp_1	17	17
dfxtp_1	30	30
ha_1	53	53
inv_1	33	33
mux2i_1	22	22
nand2_1	40	40
nand2b_1	7	7
nand3_1	23	23
nand4_1	7	7
nor2_1	39	39
nor2b_1	6	6
o21ai_0	25	25
o22ai_1	6	6
xnor2_1	20	20
xor2_1	12	12
[critical path, delay by kind of cell, from the launching register on]
kind	cells	cell delay (ns)
compound gates	3	1.26
fa+ha+maj	3	0.81
buf+inv	3	0.72
flops	1	0.69
mux	1	0.42
simple gates	3	0.85
Power is estimated from default activity; no workload was simulated.
