$ cat /design/flow/run.sh
#!/bin/bash
# OpenROAD 26Q1-2900-gdf79404cd8, Yosys 0.63+post, stock flow scripts
make -C /OpenROAD-flow-scripts/flow DESIGN_CONFIG=/design/flow/config.mk WORK_HOME=/design/flow/orfs finish
$ cat /design/flow/constraint.sdc
current_design brent_kung_adder

set clk_period 6.2
set clk_io_pct 0.2

create_clock -name clk0 -period $clk_period

set non_clock_inputs [all_inputs -no_clocks]
set_input_delay [expr $clk_period * $clk_io_pct] -clock clk0 $non_clock_inputs
set_output_delay [expr $clk_period * $clk_io_pct] -clock clk0 [all_outputs]
$ cat /design/flow/design.v
module brent_kung_adder #(parameter N = 8) (A, B, C_in, S, C_out);
    input [N-1:0] A;
    input [N-1:0] B;
    input C_in;
    output C_out;
    output [N-1:0] S;
    localparam stages = (2 * $clog2(N)) - 2;
    wire[N:0] C;
    assign C[0] = C_in;
    wire [N-1:0] G [stages:0];
    wire [N-1:0] P [stages:0];
    assign #1 P[0] = A ^ B;
    assign #2 G[0][0] = (A[0] & B[0]) | (P[0][0] & C_in);
    assign #1 G[0][N-1:1] = A[N-1:1] & B[N-1:1];
    genvar i, stage;
    generate
        for (stage = 1; stage < $clog2(N); stage = stage + 1) begin
            localparam step = 2**stage;
            localparam prev_step = 2**(stage - 1);
            for (i = 0; i < N; i = i + 1) begin
                if ((i+1) % step == 0) begin
                    assign #2 G[stage][i] = G[stage - 1][i] | (P[stage - 1][i] & G[stage - 1][i - prev_step]);
                    assign #1 P[stage][i] = P[stage - 1][i] & P[stage - 1][i - prev_step];
                end else begin
                    assign G[stage][i] = G[stage - 1][i];
                    assign P[stage][i] = P[stage - 1][i];
                end
            end
        end
        for (i = 0; i < N; i = i + 1) begin
            localparam prev_step = i + 1 - N/2;
            localparam stage = $clog2(N);
            if ((i == N - 1) || (i == ((3*N)/4 - 1))) begin
                assign #2 G[stage][i] = G[stage - 1][i] | (P[stage - 1][i] & G[stage - 1][i - prev_step]);
                assign #1 P[stage][i] = P[stage - 1][i] & P[stage - 1][i - prev_step];
            end else begin
                assign G[stage][i] = G[stage - 1][i];
                assign P[stage][i] = P[stage - 1][i];
            end
        end
        for (stage = ($clog2(N) + 1); stage <= stages; stage = stage + 1) begin
            localparam step = 2**(stages - stage + 1);
            localparam prev_step = 2**(stages - stage);
            for (i = 0; i < N; i = i + 1) begin
                if ((i >= step) && (i != (N - 1)) && ((i + 1 - prev_step) % step == 0)) begin
                    assign #2 G[stage][i] = G[stage - 1][i] | (P[stage - 1][i] & G[stage - 1][i - prev_step]);
                    assign #1 P[stage][i] = P[stage - 1][i] & P[stage - 1][i - prev_step];
                end else begin
                    assign G[stage][i] = G[stage - 1][i];
                    assign P[stage][i] = P[stage - 1][i];
                end
            end
        end
    endgenerate
    assign C[N:1] = G[stages];
    assign #1 S[N-1:0] = C[N-1:0] ^ P[0];
    assign C_out = C[N];
endmodule
$ cat /design/flow/config.mk
export PLATFORM = sky130hd
export DESIGN_NAME = brent_kung_adder
export DESIGN_NICKNAME = brent_kung_adder
export VERILOG_FILES = /design/flow/design.v
export SDC_FILE = /design/flow/constraint.sdc
export NUM_CORES = 4
export LEC_CHECK = 1
export CORE_AREA = 10 10 70 70
export DIE_AREA = 0 0 80 80
==> changes_impl.md <==
### Implementation results

* Min Tclk post-route at 4960 ps
* Grt met1 use at 0.0429
* Register area share after synthesis at 0
* Seq_cells at 0
* Post-route insts no fill at 107
* Initial Util at 0.0890
* Library cells used by synthesis at 13
* Gpl congestion at 0.807
* Fraction of layout cells with a size suffix above 1 at 0.0164
* DR vias at 324
* Final routed wire length divided by cell count at 9.23 um
* Endpoints failing hold at 0
* Synth area leaders: fa_1 33%, ha_1 25%, inv_1 15%
* WS Path Type: input pin to output port
* P_leak at 0.281 nW
* Antenna-violating nets left at 0
* Row cnt at 21
* Full die area at 6400 um2
* Post-synth top cells: 12 x inv_1, 6 x ha_1, 5 x fa_1
* HP Class: input pin to output port
* Synthesized cell area at 304 um2
* Antenna violations before repair at 0
* Power Dens Cells at 89.8 nW/um2
* Iter 0 DRT Violations at 3
* Ports at 26
* Clk pwr share at 0
* Resize count post-CTS at 0
* Via density at 3.03
* Area leader, netlist: fa_1
* Sequential power share at 0
* Post-CTS Setup Inserts at 0
* YS warnings at 1
* # port buffers at 26
* Area leader share at 0.329
* Net Sw Frac at 0.308
* Int Pwr at 0.0000387 W
* Cell repeated most along the worst path: fa_1
* Vias in the first global route at 335
* Most frequent cell after synthesis: inv_1
* XOR Share, Synth at 0.0864
* Adder Area Share at 0.576
* OpenROAD warning count at 32
* Setup_tns at 0 ps
* RSZ-0062 raised after global routing: false
* Register area at 0 um2
* DRT Wirelength at 988 um
* Worst path cell trace: clkdlybuf4s50_1, inv_1, fa_1, inv_1, fa_1, a211oi_1, o21a_1, fa_1, xnor2_1, clkdlybuf4s50_1
* Highest Clock Rate at 201 MHz
* CP max-delay cell: clkdlybuf4s50_1
* Drt drc at 0
* Crit path largest cell delay at 490 ps
* Largest net degree at the start of global routing at 4
* Clock buffers at 0
* Multiplexer share at 0
* Pre-Repair DR Iteration Count at 2
* Area fraction in and, or, nand and nor cells at 0.0123
* Core Region at 3420 um2
* Cell count listed in synth_stat.txt at 35
* Final Cycle Share at 0.801
* Ant diodes at 0
* Place WS at 1240 ps
* Setup ws final at 1240 ps
* Worst Path Max Fanout at 3
* Final setup viols at 0
* Syn Area/Cell at 8.69 um2
* CP arrival at 3720 ps
* Dpl cells at 107
* Max-cap violations at 0
* Crit end category: output port
* GRT overflow at 0
* Top Usage Layer GRT: met1
* Hold Buf Count CTS at 0
* Status: completed
* WHS at 3520 ps
* Setup crit start kind: input pin
* Maximum vdd drop at 0.0465 mV
* P&R area growth vs syn at 105%
* Post-DP HPWL at 956 um
* Worst Tran Pin Value at 234 ps
* Ao+oa area frac at 0.177
* Data required time of the worst path at 4960 ps
* Yosys chip area at 304 um2
* DIE HEIGHT at 80 um
* Max-slew violations at 0
* P_sw at 0.0000172 W
* First-pass GRT wire length at 1.57 mm
* Die X-Extent at 80 um
* M3 GR Usage at 0.0352
* Part of the power in combinational logic at 1.000
* GRT Resource Usage Total at 0.0307
* Max_slew headroom at 0.843
* Mapped Cells at 35
* Filler cell count in the final layout at 384
* Met2 Track Usage GR at 0.0297
* Top comb family, area: adder cells
-- placed cells by master, fill, tap and decap left out --
cell type,n
ha_1,6
nand2_1,1
o21ai_1,1
a21o_2,1
xor2_1,1
a211oi_1,1
fa_1,5
a21oi_1,2
a21o_1,1
o211ai_1,1
inv_1,12
o21a_1,1
xnor2_1,2
clkdlybuf4s50_1,26
-- logic make-up after synthesis --
| kind of cell | Yosys count |
|---|---|
| AND-OR/OR-AND | 8 |
| XOR/XNOR | 3 |
| adder cells (fa/ha/maj) | 11 |
| buffers and inverters | 12 |
| AND/OR/NAND/NOR | 1 |
-- power by group through the flow --
| stage | clock network (W) | logic, W | registers (W) |
|---|---|---|---|
| CTS | 0 | 0.0000570 | 0 |
| global route | 0 | 0.0000641 | 0 |
| finish | 0 | 0.0000558 | 0 |
-- layer usage --
metal	vias up	wire length [um]
li1	164	-
met1	135	468
met2	25	227
met3	0	293
met4	0	0
met5	-	0
-- area by class of cell --
cell class,count,area [um2],area share
Multi-Input combinational cell,23,259,0.416
Inverter,12,45.0,0.0724
Tap cell,46,57.6,0.0926
Timing Repair Buffer,26,260,0.419
-- final timing paths --
| check | cells after the start | slack [ps] | start | end |
|---|---|---|---|---|
| setup / recovery | 10 | 1240 | A[0] | S[7] |
| hold / removal | 5 | 3520 | C_in | S[0] |
-- through the flow --
stage | util | cell area, um2 | power [W]
6_report | 0.182 | 622 | 0.0000558
4_1_cts | 0.182 | 622 | 0.0000570
3_5_place_dp | 0.182 | 622 | 0.0000564
3_3_place_gp | 0.182 | 622 | 0.0000559
2_1_floorplan | - | 304 | 0.0000176
5_1_grt | 0.182 | 622 | 0.0000641
-- critical path, delay by kind of cell --
family                   cells  cell delay (ps)
XOR/XNOR                     1              150
adder cells (fa/ha/maj)      3              990
buffers and inverters        4             1060
AND-OR/OR-AND                2              300
Power figures rest on the tool's default switching activity, not on a simulated workload.
