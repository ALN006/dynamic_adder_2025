$ cat flow/design.v
module PTA #(parameter N = 8) (A,B, Cin, Cout,S);
    input [N-1: 0] A, B;
    input Cin;
    output Cout;
    output [N-1:0] S;
    wire [N-1:0] G [0:$clog2(N)];
    wire [N-1:0] P [0:$clog2(N)];
    wire [N:0] C;
    assign C[0] = Cin;
    assign #(1) G[0] = A & B;
    assign #(1) P[0] = A ^ B;
    assign ready = 0;
    genvar i, level;
    generate
        for (level = 1; level <= $clog2(N); level++) begin 
            for (i=0; i < N; i++) begin
                if (i >= (1 << (level-1))) begin
                    assign #(2) G[level][i] = G[level-1][i] | (P[level-1][i] & G[level-1][i - (1 << (level-1))]);
                    assign #(1) P[level][i] = P[level-1][i] & P[level-1][i - (1 << (level-1))];
                    assign #(0) ready = 0;
                    assign #(2) ready = 1;
                end else begin 
                    assign G[level][i] = G[level-1][i];
                    assign P[level][i] = P[level-1][i];
                end
            end
        end
    endgenerate
    assign #(2) C[N:1] = G[$clog2(N)] | (P[$clog2(N)] & {N{Cin}});
    assign #(1) S = C[N-1:0]^P[0];
    assign Cout = C[N];
endmodule
$ cat flow/run.sh
#!/bin/bash
# OpenROAD 26Q1-2900-gdf79404cd8, Yosys 0.63+post, stock flow scripts
make -C /OpenROAD-flow-scripts/flow DESIGN_CONFIG=/design/flow/config.mk WORK_HOME=/design/flow/orfs finish
$ cat flow/config.mk
export PLATFORM = sky130hd
export DESIGN_NAME = PTA
export DESIGN_NICKNAME = PTA
export VERILOG_FILES = /design/flow/design.v
export SDC_FILE = /design/flow/constraint.sdc
export NUM_CORES = 4
export LEC_CHECK = 1
export CORE_AREA = 10 10 70 70
export DIE_AREA = 0 0 80 80
$ cat flow/constraint.sdc
current_design PTA

set clk_period 2.2
set clk_io_pct 0.2

create_clock -name clk0 -period $clk_period

set non_clock_inputs [all_inputs -no_clocks]
set_input_delay [expr $clk_period * $clk_io_pct] -clock clk0 $non_clock_inputs
set_output_delay [expr $clk_period * $clk_io_pct] -clock clk0 [all_outputs]
==> run_results.csv <==
group,metric,value,unit
detailed_routing,firstDrtPassIters,2,
die,fp_util,0.0938,
sta,worst_pin_slew,0.280,ns
sta,setup_ws,-0.0466,ns
die,dieArea,6400,sq um
placement,hpwl,1040,um
final_layout,area_growth,148,%
sta,holdWs,1.38,ns
detailed_routing,via_per_inst,3.44,
run,maxCapViolations,0,
worst_setup_path,crit_fanout,4,
final_layout,seq_cells,0,
worst_setup_path,end_kind,"primary output",
logic_synthesis,yosys.stat.chipArea,320,sq um
logic_synthesis,postSynthSeqShare,0,
logic_synthesis,yosys_cells,40,
sta,drv_slew,0,
die,row_count,21,
sta,fin_crit,2.25,ns
sta,setup_viol,1,
detailed_routing,wire_per_inst,10.2,um
run,warnings,34,
logic_synthesis,yosysTopAreaCell,"ha_1",
logic_synthesis,synthCells,40,
grt,grt_max_degree,5,
sta,clock.fmax,445,MHz
worst_setup_path,cp-start-kind,"input port",
grt,overflow,0,
detailed_routing,antenna_left,0,
detailed_routing,route.detailed.drc,0,
die,die_w,80,um
sta,max_slew_margin,0.811,
worst_setup_path,cp.required,1.76,ns
logic_synthesis,synth.avg_cell_area,8.01,sq um
detailed_routing,drt-initial-drc-count,4,
logic_synthesis,synth.top_cell.area_share,0.313,
grt,antenna_found_initial,0,
worst_setup_path,worstSetupStartpoint,"A[5]",
final_layout,area.sequential,0,sq um
sta,period_used_share,1.02,
logic_synthesis,synth.area.top_cells,"ha_1 31%, xnor2_1 11%, fa_1 6.3%",
logic_synthesis,ys_types,19,
sta,finalHoldViolations,0,
die,io_pins,26,
power,powerDensity,268,nW/um^2
logic_synthesis,syn_area,320,sq um
worst_setup_path,worstSetupPathType,"input port to primary output",
die,die_height,80,um
placement,portBuffers,26,
logic_synthesis,yosysMostFrequentCell,"ha_1",
sta,rsz0062_at_grt,"yes",
logic_synthesis,yosys-top-cells-count,"8 x ha_1, 5 x inv_1, 4 x nor2_1, 4 x xnor2_1",
power,peakVddDrop,0.103,mV
placement,dp_slack,-0.798,ns
final_layout,drive_gt1_frac,0.575,
grt,grt_usage,0.0388,
power,power.total,0.212,mW
status,violations,"setup timing",
final_layout,n_clock_buffer,0,
status,outcome,"finished with violations",
detailed_routing,diodes,0,
power,leakage,0.359,nW
hold_path,hold_class,"input port to primary output",
grt,grt_pass1_vias,482,
grt,grt_pass1_wl,2130,um
logic_synthesis,synth-warning-count,2,
detailed_routing,vias,434,
placement,routabilityCongestion,0.871,
worst_setup_path,arrival,1.81,ns
detailed_routing,wl,1280,um
worst_setup_path,crit_end,"S[7]",
die,core_area,3420,sq um
stage by stage:
stage                      util  TNS [ns]  instance area (sq um)  instances
final                     0.232   -0.0466                    793        126
after global routing      0.232    -0.190                    793        126
after CTS                 0.237   -0.0605                    811        126
after detailed placement  0.204     -5.35                    698        120
after global placement    0.204     -5.27                    698        120
after floorplan               -         0                    320         40
what timing repair did:
| action | in CTS | in global routing |
|---|---|---|
| gates resized | 79 | 6 |
| endpoints found under the setup margin | 9 | 6 |
| pin swaps | 17 | 6 |
| buffers inserted | 6 | 0 |
| hold endpoints to repair | 0 | 0 |
| hold buffers | 0 | 0 |
worst max-delay path: stages:
cell and delay (ns):
clkdlybuf4s15_2 0.20, ha_4 0.22, a21o_1 0.18, a221o_1 0.36, buf_4 0.14, xor2_1 0.15
buf_2 0.11
worst min-delay path by stage:
stage	startpoint	slack, ns	end	depth (start not counted)
4_1_cts	B[5]	1.45	S[6]	5
5_1_grt	A[2]	1.41	S[3]	5
6_report	A[2]	1.38	S[3]	5
layout make-up:
class / instances / area, sq um
multi-input combinational: 35 / 410
inverter: 5 / 18.8
fill: 367 / 2620
tap: 46 / 57.6
timing repair buffer: 40 / 307
kinds of logic after synthesis:
logic type               synth area share
adder cells (fa/ha/maj)             0.375
AND-OR/OR-AND                       0.250
XOR/XNOR                            0.164
AND/OR/NAND/NOR                     0.152
buffers and inverters              0.0586
layout by cell type (no fill, tap or decap), types with 2 or more instances in the layout:
cell type,n
a21o_1,2
buf_2,9
buf_4,14
clkbuf_2,4
clkdlybuf4s15_1,3
clkdlybuf4s15_2,2
clkdlybuf4s50_1,4
dlygate4sd2_1,2
ha_1,2
ha_4,6
inv_1,5
nand3_2,2
nor2_1,3
xnor2_1,4
xor2_1,2
metal layers:
layer | routed length, um | GRT usage | up-vias | share of wire
met2 | 366 | 0.0498 | 26 | 0.29
li1 | - | - | 226 | -
met5 | 0 | 0 | - | 0
met3 | 159 | 0.0148 | 0 | 0.12
met1 | 757 | 0.0615 | 182 | 0.59
met4 | 0 | 0 | 0 | 0
power breakdown:
group / leakage (nW) / internal, mW / switching (mW)
Sequential: 0 / 0 / 0
Combinational: 0.358 / 0.135 / 0.0775
Clock: 0 / 0 / 0
No activity file was given, so power comes from the tool's default toggle rates.
